$ cat flow/run.sh
#!/bin/bash
# OpenROAD 26Q1-2900-gdf79404cd8, Yosys 0.63+post, stock flow scripts
make -C /OpenROAD-flow-scripts/flow DESIGN_CONFIG=/design/flow/config.mk WORK_HOME=/design/flow/orfs finish
$ cat flow/config.mk
export PLATFORM = sky130hd
export DESIGN_NAME = riscv
export DESIGN_NICKNAME = riscv
export VERILOG_FILES = /design/flow/design.v
export SDC_FILE = /design/flow/constraint.sdc
export NUM_CORES = 4
export LEC_CHECK = 1
export CORE_AREA = 10 10 108 108
export DIE_AREA = 0 0 118 118
export SYNTH_HDL_FRONTEND = slang
export SYNTH_MEMORY_MAX_BITS = 65536
$ cat flow/constraint.sdc
current_design riscv

set clk_period 4.0
set clk_io_pct 0.2

create_clock -name clk0 -period $clk_period [get_ports {clk}]

set non_clock_inputs [all_inputs -no_clocks]
set_input_delay [expr $clk_period * $clk_io_pct] -clock clk0 $non_clock_inputs
set_output_delay [expr $clk_period * $clk_io_pct] -clock clk0 [all_outputs]
$ cat flow/design.v
`timescale 1ns/1ps
module Imm_Gen (
    input [31:0] Instruction,
    output [31:0] imm_out
);
    wire [31:0] imm_I;
    wire [31:0] imm_S;
    wire [6:0] opcode;
    assign opcode = Instruction[6:0];
    assign imm_I = {{21{Instruction[31]}}, Instruction[30:20]};
    assign imm_S = {{21{Instruction[31]}}, Instruction[30:25], Instruction[11:7]};
    assign imm_out = (opcode == 7'b0000011) ? imm_I : 
                        (opcode == 7'b0010011) ? imm_I : 
                        (opcode == 7'b0100011) ? imm_S : 32'd0;
endmodule
`timescale 1ns/1ps
module InstructionMem (
    input [31:0] Instruction_address,
    output [31:0] Instruction
);
    reg [31:0] Mem [0:1023];
    assign Instruction = Mem[Instruction_address / 32'h4];
    initial begin
        $readmemb("Instruction_data.txt", Mem);
    end
endmodule
`timescale 1ns/1ps
module Instruction_Decode (
    input clk,
    input reset,
    input [31:0] Instruction,
    input [31:0] write_dataR,
    input [31:0] write_dataPC4,
    input RegWrite,
    input ALUSrc,
    input shift_i,
    input write_PC4,
    output [31:0] ALU_dataA,
    output [31:0] ALU_dataB,
    output [31:0] write_dataM
);
    wire [4:0] rs1 = Instruction[19:15];
    wire [4:0] rs2 = Instruction[24:20];
    wire [4:0] rd = Instruction[11:7];
    wire [31:0] write_data;
    wire [31:0] read_dataA;
    wire [31:0] read_dataB;
    wire [31:0] read_dataB1;
    wire [31:0] imm_out;
    assign write_data = (write_PC4) ? write_dataPC4 : write_dataR;
    Imm_Gen u0 (.Instruction(Instruction), .imm_out(imm_out));
    register_file u1 (
        .clk(clk),
        .reset(reset),
        .read_addressA(rs1),
        .read_addressB(rs2),
        .write_address(rd),
        .write_data(write_data),
        .RegWrite(RegWrite),
        .read_dataA(read_dataA),
        .read_dataB(read_dataB)
    );
    assign write_dataM = read_dataB;
    assign ALU_dataA = read_dataA;
    assign read_dataB1 = (ALUSrc) ? imm_out : read_dataB;
    assign ALU_dataB = (shift_i) ? {27'd0, rs2} : read_dataB1;
endmodule
`timescale 1ns/1ps
module Instruction_Excute (
    input [31:0] data_A,
    input [31:0] data_B,
    input [3:0] ALU_OP,
    output reg [31:0] ALU_OUT,
    output zero
);
    wire [31:0] add, sub, and_gate, or_gate, xor_gate, sll, srl;
    add u0 (.a(data_A), .b(data_B), .sum(add));  
    sub u1 (.a(data_A), .b(data_B), .sum(sub));  
    assign and_gate = data_A & data_B;  
    assign or_gate = data_A | data_B;  
    assign xor_gate = data_A ^ data_B;  
    assign sll = data_A << data_B;  
    assign srl = data_A >> data_B;  
    always @(add or sub or and_gate or or_gate or xor_gate or sll or srl or ALU_OP) begin
        case (ALU_OP)
           4'b0000 : ALU_OUT = and_gate;  
           4'b0001 : ALU_OUT = or_gate;  
           4'b0010 : ALU_OUT = xor_gate;  
           4'b0011 : ALU_OUT = sll;  
           4'b0100 : ALU_OUT = srl;  
           4'b0101 : ALU_OUT = add;  
           4'b0110 : ALU_OUT = sub;  
            default: ALU_OUT = 32'd0;
        endcase
    end
    assign zero = (ALU_OUT == 32'd0) ? 1 : 0;
endmodule
`timescale 1ns/1ps
module Instruction_Fetch (
    input clk,
    input reset,
    input PCSrc,
    input jalr,
    input [31:0] jalr_address,
    output [31:0] PC,
    output [31:0] Instruction
);
    wire [31:0] branch_jump_address;
    wire [31:0] PC_offset;
    wire [6:0] opcode = Instruction[6:0];
    wire [31:0] imm_B = {{20{Instruction[31]}}, Instruction[7], Instruction[30:25], Instruction[11:8], 1'b0};
    wire [31:0] imm_J = {{12{Instruction[31]}}, Instruction[19:12], Instruction[20], Instruction[30:21], 1'b0};
    PC u0 (
        .clk(clk),
        .reset(reset),
        .PCSrc(PCSrc),
        .branch_jump_address(branch_jump_address),
        .Instruction_address(PC)
    );
    InstructionMem u1 (
        .Instruction_address(PC),
        .Instruction(Instruction)
    );
    assign PC_offset = (opcode == 7'b1101111) ? imm_J : imm_B;
    assign branch_jump_address = (jalr) ? jalr_address : (PC + PC_offset);
endmodule
`timescale 1ns/1ps
module Memory_Access (
    input clk,
    input MemtoReg,
    input [31:0] Mem_address,
    input [31:0] write_dataM,
    input MemWrite, 
    input MemRead,
    output [31:0] access
);
    wire [31:0] Read_data;
    memory u0 (
        .clk(clk),
        .address(Mem_address),
        .write_data(write_dataM),
        .MemWrite(MemWrite),
        .MemRead(MemRead),
        .Read_data(Read_data)
    );
    assign access = (MemtoReg) ? Read_data : Mem_address;
endmodule
`timescale 1ns/1ps
module PC (
    input clk,
    input reset,
    input PCSrc,
    input [31:0] branch_jump_address,
    output reg [31:0] Instruction_address
);
    always @(posedge clk or posedge reset) begin
        if(reset)
            Instruction_address <= 32'd0;
        else if(PCSrc)
            Instruction_address <= branch_jump_address;
        else
            Instruction_address <= Instruction_address + 32'd4;
    end
endmodule
`timescale 1ns/1ps
module add 
#(parameter N = 32)(
    input [N-1:0] a, b,
    output[N-1:0] sum
);
    wire [N-1:0] G, P;
    wire [N:0] c;
    wire [N-1:0] b_xor;
    wire sw = 0;
    genvar i;
    generate
        for(i=0; i<N; i=i+1) begin
            assign b_xor[i] = sw ^ b[i];
            assign G[i] = a[i] & b_xor[i];
            assign P[i] = a[i] ^ b_xor[i];
            assign c[0] = sw;
            assign c[i+1] = G[i] | P[i] & c[i];
            assign sum[i] = P[i] ^ c[i];
        end
    endgenerate
endmodule
`timescale 1ns/1ps
module control (
    input [31:0] Instruction,
    input zero,
    input signed_bit,
    output reg PCSrc,
    output jalr,
    output reg RegWrite,
    output write_PC4,
    output reg ALUSrc,
    output reg shift_i,
    output reg [3:0] ALU_OP,
    output MemRead,
    output MemWrite,
    output MemtoReg
);
    wire [6:0] opcode;
    wire [2:0] funct3;
    wire [6:0] funct7;
    assign opcode = Instruction[6:0];
    assign funct3 = Instruction[14:12];
    assign funct7 = Instruction[31:25];
    always @(opcode or funct3 or zero or signed_bit) begin
        case (opcode)
           7'b1101111 : PCSrc = 1;  
           7'b1100111 : PCSrc = 1;  
           7'b1100011 : 
                case ({funct3, zero, signed_bit})
                   5'b000_1_x : PCSrc = 1;  
                   5'b001_0_x : PCSrc = 1;  
                   5'b100_0_1 : PCSrc = 1;  
                   5'b101_x_0 : PCSrc = 1;  
                    default: PCSrc = 0;
                endcase
            default: PCSrc = 0;
        endcase
    end
    assign jalr = (opcode == 7'b1100111) ? 1 : 0;
    always @(opcode) begin
        case (opcode)
           7'b0110011 : RegWrite = 1;  
           7'b0010011 : RegWrite = 1;  
           7'b0000011 : RegWrite = 1;  
            default: RegWrite = 0;
        endcase
    end
    assign write_PC4 = (opcode == 7'b1101111) ? 1 :
                        (opcode == 7'b1100111) ? 1 : 0;
    always @(opcode) begin
        case (opcode)
           7'b0010011 : ALUSrc = 1;  
           7'b0000011 : ALUSrc = 1;  
           7'b0100011 : ALUSrc = 1;  
            default: ALUSrc = 0;
        endcase    
    end
    always @(opcode or funct3 or funct7) begin
        case ({funct7, funct3, opcode})
           17'b0000000_001_0010011 : shift_i = 1;  
           17'b0000000_101_0010011 : shift_i = 1;  
            default: shift_i = 0;
        endcase    
    end
    always @(opcode or funct3 or funct7) begin
        case (opcode)
           7'b0110011 : 
                case ({funct7, funct3})
                   10'b0000000_000 : ALU_OP = 4'b0101;  
                   10'b0100000_000 : ALU_OP = 4'b0110;  
                   10'b0000000_111 : ALU_OP = 4'b0000;  
                   10'b0000000_110 : ALU_OP = 4'b0001;  
                   10'b0000000_100 : ALU_OP = 4'b0010;  
                   10'b0000000_001 : ALU_OP = 4'b0011;  
                   10'b0000000_101 : ALU_OP = 4'b0100;  
                    default: ALU_OP = 4'bxxxx;
                endcase
           7'b0010011 :
                case ({funct3})
                   3'b000 : ALU_OP = 4'b0101;  
                   3'b100 : ALU_OP = 4'b0010;  
                   3'b110 : ALU_OP = 4'b0001;  
                   3'b111 : ALU_OP = 4'b0000;  
                   3'b001 : ALU_OP = 4'b0011;  
                   3'b101 : ALU_OP = 4'b0100;  
                    default: ALU_OP = 4'bxxxx;
                endcase
           7'b0000011 : ALU_OP = 4'b0101;  
           7'b0100011 : ALU_OP = 4'b0101;  
           7'b1100111 : ALU_OP = 4'b0101;  
           7'b1100011 : ALU_OP = 4'b0110;  
            default: ALU_OP = 4'bxxxx;
        endcase
    end
    assign MemRead = (opcode == 7'b0000011) ? 1 : 0;
    assign MemWrite = (opcode == 7'b0100011) ? 1 : 0;
    assign MemtoReg = (opcode == 7'b0000011) ? 1 : 0;
endmodule
`timescale 1ns/1ps
module memory (
    input clk,
    input [31:0] address,
    input [31:0] write_data,
    input MemWrite, MemRead,
    output [31:0] Read_data
);
    reg [7:0] Mem [0:1024];  
    assign Read_data = (MemRead) ? {Mem[address + 3], Mem[address + 2], Mem[address + 1], Mem[address]} : 32'dz;
    always @(posedge clk) begin
        if(MemWrite) begin
            Mem[address] <=  write_data[7:0];
            Mem[address + 1] <= write_data[15:8];
            Mem[address + 2] <= write_data[23:16];
            Mem[address + 3] <= write_data[31:24];
        end else begin
            Mem[address] <=  Mem[address];
            Mem[address + 1] <= Mem[address + 1];
            Mem[address + 2] <= Mem[address + 2];
            Mem[address + 3] <= Mem[address + 3];
        end
    end
endmodule
`timescale 1ns/1ps
module register_file (
    input clk,
    input reset,
    input [4:0] read_addressA,
    input [4:0] read_addressB,
    input [4:0] write_address,
    input [31:0] write_data,
    input RegWrite,
    output [31:0] read_dataA,
    output [31:0] read_dataB
);
    reg [31:0] regfile [0:31];
    integer i;
    assign read_dataA = (read_addressA == 0) ? 32'd0 : regfile[read_addressA];
    assign read_dataB = (read_addressB == 0) ? 32'd0 : regfile[read_addressB];
    always @(posedge clk or posedge reset) begin
        if(reset) begin
            for(i=0; i<32; i=i+1)begin
                regfile [i] <= 32'd0;
            end
        end
        else if(RegWrite)
            regfile[write_address] <= write_data;
        else
            regfile[write_address] <= regfile[write_address];
    end
endmodule
`timescale 1ns/1ps
module riscv (
    input clk,
    input reset,
    output [31:0] PC,
    output [31:0] ins
);
    wire [31:0] Instruction;
    wire [31:0] ALU_dataA;
    wire [31:0] ALU_dataB;
    wire [31:0] write_dataM;
    wire [31:0] write_dataPC4;
    wire [31:0] ALU_OUT;
    wire zero;
    wire [31:0] access;
    wire PCSrc;
    wire jalr;
    wire RegWrite;
    wire write_PC4;
    wire ALUSrc;
    wire shift_i;
    wire [3:0] ALU_OP;
    wire MemRead;
    wire MemWrite;
    wire MemtoReg;
    assign ins = Instruction;
    assign write_dataPC4 = PC + 32'd4;
    control c0 (
        .Instruction(Instruction),
        .zero(zero),
        .signed_bit(ALU_OUT[31]),
        .PCSrc(PCSrc),
        .jalr(jalr),
        .RegWrite(RegWrite),
        .write_PC4(write_PC4),
        .ALUSrc(ALUSrc),
        .shift_i(shift_i),
        .ALU_OP(ALU_OP),
        .MemRead(MemRead),
        .MemWrite(MemWrite),
        .MemtoReg(MemtoReg)
    );
    Instruction_Fetch u0 (
        .clk(clk),
        .reset(reset),
        .PCSrc(PCSrc),  
        .jalr(jalr),  
        .jalr_address(ALU_OUT),
        .PC(PC),
        .Instruction(Instruction)
    );
    Instruction_Decode u1 (
        .clk(clk),
        .reset(reset),
        .Instruction(Instruction),
        .write_dataR(access),
        .write_dataPC4(write_dataPC4),
        .RegWrite(RegWrite),  
        .ALUSrc(ALUSrc),  
        .shift_i(shift_i),  
        .write_PC4(write_PC4),  
        .ALU_dataA(ALU_dataA),
        .ALU_dataB(ALU_dataB),
        .write_dataM(write_dataM)
    );
    Instruction_Excute u2 (
        .data_A(ALU_dataA),
        .data_B(ALU_dataB),
        .ALU_OP(ALU_OP),  
        .ALU_OUT(ALU_OUT),
        .zero(zero)
    );
    Memory_Access u3 (
        .clk(clk),
        .MemtoReg(MemtoReg),  
        .Mem_address(ALU_OUT),
        .write_dataM(write_dataM),
        .MemWrite(MemWrite),  
        .MemRead(MemRead),  
        .access(access)
    );
endmodule
`timescale 1ns/1ps
module sub 
#(parameter N = 32)(
    input [N-1:0] a, b,
    output[N-1:0] sum
);
    wire [N-1:0] G, P;
    wire [N:0] c;
    wire [N-1:0] b_xor;
    wire sw = 1;
    assign c[0] = sw;
    genvar i;
    generate
        for(i=0; i<N; i=i+1) begin
            assign b_xor[i] = sw ^ b[i];
            assign G[i] = a[i] & b_xor[i];
            assign P[i] = a[i] ^ b_xor[i];
            assign c[i+1] = G[i] | P[i] & c[i];
            assign sum[i] = P[i] ^ c[i];
        end
    endgenerate
endmodule
==> summary.txt <==
fresh numbers from the pnr run: GRT Overall Usage 5.03%, post_cts resized 0, FP Rows 35, Root Buffer clkbuf_8, R2R setup slack 2.30 ns, peak supply drop approximately 0.16 mV, core area around 0.0093 mm2, top cells by count buf_4 (34), dfrtp_1 (30), xor2_1 (15), Routed Antenna Nets 0, cell area after placement slightly below 0.002 mm2, Flops after synth 30, WL per Instance between 10 and 15 um, Leak approximately 0.93 nW, hold path endpoint u0.u0.Instruction_address[31], Setup Skew 0.00568 ns, critical path arrival about 1.3 ns, setup TNS 0 ns, gp weighted congestion approximately 0.72, final setup vio count 0, CTS HTree Levels 2, min-delay src u0.u0.Instruction_address[31], Iteration-0 DRC Markers about 46, final worst slack 1.92 ns, synth top area cells dfrtp_1 (47%), buf_4 (16%), xor2_1 (8.2%), initial antenna violation count 0, number of diodes 0, maxcap violations 0, RR Startpoint u0.u0.Instruction_address[11], number of global-route vias before repair about 1.1k, # hold bufs at CTS 0, DP HPWL around 2800 um, Init Core Util 17.2%, cells along the critical path clkdlybuf4s50_1, grt met3 use 1.85%, largest registers u0.u0.Instruction_address x30, Tmin final about 2.1 ns, delay-heaviest family, CP buffers and inverters, 1st-pass router iterations 4, Power Density around 300 mW/mm2, Buf/Inv on CP 1, fin cells 322, synth warn 0, Syn-to-layout area delta 28.4%, RSZ-0062 raised after global routing no, layout cells sized above 1 7.25%, clk latency late pin about 0.28 ns, global-route wire length before repair between 5000 and 6000 um, crit path kind flop to primary output, vias per cell roughly 3.2, Syn Area/Cell approximately 10 um2, CTS tree done, number of fill cells 1022, clk buf depth 2, vias around 1.0k, gr busiest metal met2, Crit-path slowest cell clkdlybuf4s50_1, crit end category primary output, Reg-to-Reg End u0.u0.Instruction_address[28], Post-Place Cells around 310, Async SR Flop Fraction 100%, Post-synth EDFFs 0, fmax approximately 0.48 GHz, Synth area leader dfrtp_1, cell depth of the worst flop-to-flop path 5, Biggest register u0.u0.Instruction_address, count leader, synth buf_4, ys flop type dfrtp_1, number of setup buffers added after CTS 0, clk sinks 30, Num CTS Buffers 5, Cell Area, Synth between 0.0015 and 0.002 mm2, WHS Path Cells 1, Worst Hold Class flop to flop, Worst path max stage delay about 0.53 ns, die area 0.0139 mm2, Worst Path Required 3.20 ns, Netlist cell types 19, Critical Path Fanout Max 6, overall power 0.612 mW, Worst-path clk slew roughly 0.070 ns, WL final roughly 3600 um, met2 Resource Use GR around 7.7%, max reg flops 30, area share, top type 47.1%, Hold Vio Cnt, Final 0, Max Slew Vio Count 0, Die Span Y ~120 um, largest net degree at the start of global routing 31, sequential area share after synthesis a little under half, cell count in the Yosys report 155, met1 GRT Util under 10%, grt ovf 0, instance count of the mapped netlist 155, status complete, no violations, stage-log warning count 25, Die Wd roughly 120 um, yosys stat chip area 0.00159 mm2, Post-route DRC 0, Worst Setup Start Kind flop, IO Port Bufs 31, cycle use final between 50% and 60%, fin area ~0.0020 mm2, # IOs between 60 and 70, pre-CTS setup slack between 2 and 2.5 ns
==> power by group <==
| part | switching, mW | internal (mW) | total, mW |
|---|---|---|---|
| combinational | 0.00783 | 0.00157 | 0.00940 |
| clock | 0.116 | 0.183 | 0.299 |
| sequential | 0 | 0.303 | 0.303 |
| total | 0.124 | 0.488 | 0.612 |
==> layer usage <==
metal	up-vias	part of all wire (%)
met5	-	0
met4	0	1.7
met3	5	7.2
met2	37	46
met1	481	45
li1	508	-
==> worst max-delay path by stage <==
stage / start / end / cells past startpoint
4_1_cts: u0.u0.Instruction_address[4] / PC[4] / 1
5_1_grt: u0.u0.Instruction_address[4] / PC[4] / 1
6_report: u0.u0.Instruction_address[4] / PC[4] / 1
==> through the flow <==
stage	hold WS [ns]	util [%]
floorplan	0.420	-
detailed placement	0.465	20.9
finish	0.465	22.0
CTS	0.474	22.0
global placement	0.461	20.9
global route	0.500	22.0
==> cells in the final DEF, fill, tap and decap left out, drive strengths merged <==
cell type,instances
nand2,12
ha,1
xnor2,13
and2,1
dfrtp,30
clkbuf,5
nor2,12
xor2,15
nor4,1
clkdlybuf4s50,31
buf,1
clkinv,2
nand3,8
bufinv,1
and3,4
inv,7
conb,34
nor3,6
nand4,9
==> logic make-up (layout without fill, tap and decap cells) <==
family                     Yosys count  in the layout  share of synthesized area (%)
other                                1             34                          0.235
and+or+nand+nor                     53             53                           18.5
buffers and inverters               42             47                           17.9
adders and majority gates            1              1                          0.785
xor gates and xnor gates            28             28                           15.4
DFF                                 30             30                           47.1
==> final cells by class <==
cell class | count | area (um2) | area share [%]
sequential | 30 | 751 | 36.7
multi-input combinational | 116 | 681 | 33.3
timing repair buffer | 32 | 318 | 15.5
tap | 129 | 161 | 7.89
clock buffer | 5 | 68.8 | 3.36
clock inverter | 3 | 40.0 | 1.96
inverter | 7 | 26.3 | 1.28
Power and IR drop assume default switching activity.
